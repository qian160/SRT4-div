==> ./design.v <==
module qselect (
    input           [3:0]   b,
    input   signed  [5:0]   p,
    output          [2:0]   q
);
    wire b_1000 = (b == 4'b1000);
    wire b_1001 = (b == 4'b1001);
    wire b_1010 = (b == 4'b1010);
    wire b_1011 = (b == 4'b1011);
    wire b_1100 = (b == 4'b1100);
    wire b_1101 = (b == 4'b1101);
    wire b_1110 = (b == 4'b1110);
    wire b_1111 = (b == 4'b1111);
    wire p_ge_neg22 = p >= -22;
    wire p_ge_neg20 = p >= -20;
    wire p_ge_neg19 = p >= -19;
    wire p_ge_neg18 = p >= -18;
    wire p_ge_neg16 = p >= -16;
    wire p_ge_neg15 = p >= -15;
    wire p_ge_neg14 = p >= -14;
    wire p_ge_neg12 = p >= -12;
    wire p_ge_neg11 = p >= -11;
    wire p_ge_neg10 = p >= -10;
    wire p_ge_neg9 = p >= -9;
    wire p_ge_neg8 = p >= -8;
    wire p_ge_neg7 = p >= -7;
    wire p_ge_neg6 = p >= -6;
    wire p_ge_neg5 = p >= -5;
    wire p_ge_neg4 = p >= -4;
    wire p_ge_neg3 = p >= -3;
    wire p_ge_neg2 = p >= -2;
    wire p_ge_1 = p >= 1;
    wire p_ge_2 = p >= 2;
    wire p_ge_3 = p >= 3;
    wire p_ge_4 = p >= 4;
    wire p_ge_5 = p >= 5;
    wire p_ge_6 = p >= 6;
    wire p_ge_7 = p >= 7;
    wire p_ge_8 = p >= 8;
    wire p_ge_9 = p >= 9;
    wire p_ge_10 = p >= 10;
    wire p_ge_11 = p >= 11;
    wire p_ge_12 = p >= 12;
    wire p_ge_13 = p >= 13;
    wire p_ge_14 = p >= 14;
    wire p_ge_15 = p >= 15;
    wire p_ge_16 = p >= 16;
    wire p_ge_17 = p >= 17;
    wire p_ge_18 = p >= 18;
    wire p_ge_19 = p >= 19;
    wire p_ge_20 = p >= 20;
    wire p_ge_21 = p >= 21;
    wire p_ge_22 = p >= 22;
    wire p_1000_q_neg2 = (b_1000 & p_ge_neg12 & ~p_ge_neg6);
    wire p_1000_q_neg1 = (b_1000 & p_ge_neg6 & ~p_ge_neg2);
    wire p_1000_q_0 = (b_1000 & p_ge_neg2 & ~p_ge_2);
    wire p_1000_q_1 = (b_1000 & p_ge_2 & ~p_ge_6);
    wire p_1000_q_2 = (b_1000 & p_ge_6 & ~p_ge_12);
    wire p_1001_q_neg2 = (b_1001 & p_ge_neg14 & ~p_ge_neg7);
    wire p_1001_q_neg1 = (b_1001 & p_ge_neg7 & ~p_ge_neg2);
    wire p_1001_q_0 = (b_1001 & p_ge_neg3 & ~p_ge_3);
    wire p_1001_q_1 = (b_1001 & p_ge_2 & ~p_ge_7);
    wire p_1001_q_2 = (b_1001 & p_ge_7 & ~p_ge_14);
    wire p_1010_q_neg2 = (b_1010 & p_ge_neg15 & ~p_ge_neg8);
    wire p_1010_q_neg1 = (b_1010 & p_ge_neg8 & ~p_ge_neg2);
    wire p_1010_q_0 = (b_1010 & p_ge_neg3 & ~p_ge_3);
    wire p_1010_q_1 = (b_1010 & p_ge_2 & ~p_ge_8);
    wire p_1010_q_2 = (b_1010 & p_ge_8 & ~p_ge_15);
    wire p_1011_q_neg2 = (b_1011 & p_ge_neg16 & ~p_ge_neg8);
    wire p_1011_q_neg1 = (b_1011 & p_ge_neg9 & ~p_ge_neg2);
    wire p_1011_q_0 = (b_1011 & p_ge_neg3 & ~p_ge_3);
    wire p_1011_q_1 = (b_1011 & p_ge_2 & ~p_ge_9);
    wire p_1011_q_2 = (b_1011 & p_ge_8 & ~p_ge_16);
    wire p_1100_q_neg2 = (b_1100 & p_ge_neg18 & ~p_ge_neg9);
    wire p_1100_q_neg1 = (b_1100 & p_ge_neg10 & ~p_ge_neg3);
    wire p_1100_q_0 = (b_1100 & p_ge_neg4 & ~p_ge_4);
    wire p_1100_q_1 = (b_1100 & p_ge_3 & ~p_ge_10);
    wire p_1100_q_2 = (b_1100 & p_ge_9 & ~p_ge_18);
    wire p_1101_q_neg2 = (b_1101 & p_ge_neg19 & ~p_ge_neg10);
    wire p_1101_q_neg1 = (b_1101 & p_ge_neg10 & ~p_ge_neg3);
    wire p_1101_q_0 = (b_1101 & p_ge_neg4 & ~p_ge_4);
    wire p_1101_q_1 = (b_1101 & p_ge_3 & ~p_ge_10);
    wire p_1101_q_2 = (b_1101 & p_ge_10 & ~p_ge_19);
    wire p_1110_q_neg2 = (b_1110 & p_ge_neg20 & ~p_ge_neg10);
    wire p_1110_q_neg1 = (b_1110 & p_ge_neg11 & ~p_ge_neg3);
    wire p_1110_q_0 = (b_1110 & p_ge_neg4 & ~p_ge_4);
    wire p_1110_q_1 = (b_1110 & p_ge_3 & ~p_ge_11);
    wire p_1110_q_2 = (b_1110 & p_ge_10 & ~p_ge_20);
    wire p_1111_q_neg2 = (b_1111 & p_ge_neg22 & ~p_ge_neg11);
    wire p_1111_q_neg1 = (b_1111 & p_ge_neg12 & ~p_ge_neg3);
    wire p_1111_q_0 = (b_1111 & p_ge_neg5 & ~p_ge_5);
    wire p_1111_q_1 = (b_1111 & p_ge_3 & ~p_ge_12);
    wire p_1111_q_2 = (b_1111 & p_ge_11 & ~p_ge_22);
    wire q_neg2 = p_1000_q_neg2 | p_1001_q_neg2 | p_1010_q_neg2 | p_1011_q_neg2 | 
                p_1100_q_neg2 | p_1101_q_neg2 | p_1110_q_neg2 | p_1111_q_neg2;
    wire q_neg1 = p_1000_q_neg1 | p_1001_q_neg1 | p_1010_q_neg1 | p_1011_q_neg1 | 
                p_1100_q_neg1 | p_1101_q_neg1 | p_1110_q_neg1 | p_1111_q_neg1;
    wire q_0 = p_1000_q_0 | p_1001_q_0 | p_1010_q_0 | p_1011_q_0 | 
                p_1100_q_0 | p_1101_q_0 | p_1110_q_0 | p_1111_q_0;
    wire q_1 = p_1000_q_1 | p_1001_q_1 | p_1010_q_1 | p_1011_q_1 | 
                p_1100_q_1 | p_1101_q_1 | p_1110_q_1 | p_1111_q_1;
    wire q_2 = p_1000_q_2 | p_1001_q_2 | p_1010_q_2 | p_1011_q_2 | 
                p_1100_q_2 | p_1101_q_2 | p_1110_q_2 | p_1111_q_2;
    assign q = q_neg2? -2:
        q_neg1? -1:
        q_0? 0:
        q_1? 1:
        2;
endmodule
==> ./run.sh <==
#!/bin/bash
# OpenROAD 26Q1-2900-gdf79404cd8, Yosys 0.63+post, stock flow scripts
make -C /OpenROAD-flow-scripts/flow DESIGN_CONFIG=/design/flow/config.mk WORK_HOME=/design/flow/orfs finish
==> ./config.mk <==
export PLATFORM = sky130hd
export DESIGN_NAME = qselect
export DESIGN_NICKNAME = qselect
export VERILOG_FILES = /design/flow/design.v
export SDC_FILE = /design/flow/constraint.sdc
export NUM_CORES = 4
export LEC_CHECK = 1
export CORE_AREA = 10 10 70 70
export DIE_AREA = 0 0 80 80
==> ./constraint.sdc <==
current_design qselect

set clk_period 3.0
set clk_io_pct 0.2

create_clock -name clk0 -period $clk_period

set non_clock_inputs [all_inputs -no_clocks]
set_input_delay [expr $clk_period * $clk_io_pct] -clock clk0 $non_clock_inputs
set_output_delay [expr $clk_period * $clk_io_pct] -clock clk0 [all_outputs]
==> impl_metrics.json <==
{
  "status": "finished, final reports clean",
  "lay_top_count": "buf_4",
  "grt_pass1_wl_microns": 4040,
  "crit_fanout": 7,
  "yosys_area_sq_um": 609,
  "chipArea_sq_mm": 0.00640,
  "cp_num_buf_inv": 2,
  "combinationalPowerShare_pct": 100.0,
  "hp-start": "b[0]",
  "area_growth_pct": 86.9,
  "synth_warnings": 0,
  "grt_antenna_before_repair": 0,
  "gp_congestion": 0.965,
  "first_pass_iters": 4,
  "rsz0062_at_grt": "yes",
  "avgSynthCellArea_sq_um": 6.70,
  "largest_area_cell": "o2111ai_1",
  "final_util_pct": 33.3,
  "crit_arrival_ns": 2.36,
  "fp.dieH_microns": 80,
  "fin_area_sq_mm": 0.00114,
  "antenna_cells": 0,
  "dp_hpwl_microns": 1770,
  "start_kind": "primary input",
  "ff_latch_area_sq_um": 0,
  "max_stage_delay_ns": 0.47,
  "cp_cell_sequence": "buf_2, nor2_1, a311oi_1, o2111ai_1, and4_4, a21boi_2, clkdlybuf4s50_1",
  "clkPwrFrac_pct": 0,
  "switching_power_mw": 0.0722,
  "final-max-slew-violation-count": 0,
  "min_path_cells": 6,
  "num-fill-cells": 360,
  "sequentialPowerShare_pct": 0,
  "synth-cells-yosys": 91,
  "drt_wl_total_microns": 2590,
  "synth_seq_share_pct": 0,
  "ir_worst_vdd_uv": 59.9,
  "grt_pass1_vias": 888,
  "via_per_inst": 5.29,
  "p_leak_nw": 0.458,
  "p_per_area_mw_per_mm2": 131,
  "wl_per_cell_microns": 14.4,
  "warning_count": 33,
  "p_int_mw": 0.0775,
  "yosysTopAreaCellShare_pct": 5.75,
  "grt_max_degree": 16,
  "final_cell_mix": "29 x buf_4, 9 x nand2_1, 9 x buf_6, 7 x nor2_1, 7 x buf_2",
  "worstMarginPinSlew_ns": 0.402,
  "critPathRequiredTime_ns": 2.40,
  "comb_area_sq_um": 647,
  "setup_tns_ns": 0,
  "hold_path.class": "in -> out",
  "die_w_microns": 80,
  "period_needed_ns": 2.96,
  "placed_area_sq_um": 976,
  "overflow": 0,
  "total_power_mw": 0.150,
  "design.seq.count": 0,
  "ios": 13,
  "slew_headroom_pct": 73.1,
  "cap_viol_max_count": 0,
  "fp-utilization_pct": 17.8,
  "synth_cells": 91,
  "end_kind": "output port",
  "drc": 0,
  "port_buffers": 13,
  "topCellsByArea": "o2111ai_1 5.7%, nand2_1 5.5%, a21oi_1 4.9%",
  "path_class": "in -> out",
  "min_delay_worst_endpoint": "q[1]",
  "path_delay_family": "buffers and inverters",
  "synthesis.area_sq_um": 609,
  "swShare_pct": 48.2,
  "fmax_mhz": 337,
  "path_depth": 7,
  "crit_slowest_cell": "clkdlybuf4s50_1",
  "finalCritPeriodShare_pct": 98.8,
  "drive_gt1_share_pct": 52.2,
  "ant_nets": 0,
  "setup_viol": 0,
  "hold_viol_final": 0,
  "drtIter0Drc": 41,
  "rows": 21,
  "core_area_sq_mm": 0.00342,
  "synth_cell_types": 47,
  "grtUsageTotal_pct": 7.32,
  "vias": 952,
  "cts_hold_buf": 0,
  "clkbuf_count": 0
}
-- kinds of logic after synthesis --
kind of cell              count (synthesis)  synth area share [%]
AOI/OAI and AO/OA                        40                  50.7
xor gates and xnor gates                  1                  1.44
buffers and inverters                    12                  11.3
and+or+nand+nor                          38                  36.6
-- routing by layer --
metal  wire [microns]  track usage, %  vias to the layer above
li1                 -               -                      456
met3              201           0.909                        4
met5                0               0                        -
met1             1180            10.1                      447
met4               27            1.23                        0
met2             1190            12.0                       45
-- metrics by stage --
stage,worst slack (ns),hold WS [ns],std cells
floorplan,0.630,1.52,91
global route,-0.0636,1.96,180
finish,0.0367,1.90,180
CTS,0.00860,2.21,173
global placement,-0.453,2.57,172
detailed placement,-0.436,2.57,172
-- cell usage after synthesis, types with 2 or more instances --
cell type,n
a211o_1,2
a211oi_1,2
a21oi_1,6
a31oi_1,3
buf_2,4
buf_6,2
clkbuf_1,3
inv_1,2
nand2_1,9
nand2b_1,2
nand4_1,3
nand4b_1,2
nor2_1,7
nor2b_1,2
o2111ai_1,4
o211ai_1,4
o21a_1,2
o21ai_0,2
or2_2,2
-- power by group through the flow --
stage                 sequential [mW]  clock [mW]  combinational (mW)
final                               0           0               0.150
after global routing                0           0               0.160
after CTS                           0           0               0.134
-- what timing repair did --
action	CTS	global route
pin swaps	9	6
resized	49	16
gates cloned	1	2
buffers inserted	0	5
endpoints found under the setup margin	3	3
-- worst max-delay path by stage --
| stage | to | start | slack, ns |
|---|---|---|---|
| finish | q[0] | p[2] | 0.04 |
| global route | q[0] | p[2] | -0.06 |
| CTS | q[0] | b[0] | 0.009 |
-- layout make-up --
class	count	share of cell area, %
timing repair buffer	53	37.3
inverter	2	0.879
tap	46	5.05
multi-input combinational	79	56.8
Power figures rest on the tool's default switching activity, not on a simulated workload.
